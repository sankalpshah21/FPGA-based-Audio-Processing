==> flow/design.v <==
module keytr (
				key,
				key1,
				ON,
				clock,
				KEYON,
				counter	
			 );
input	           key;
input            key1;
input	         clock;
output	            ON;
output           KEYON;
output  [9:0]  counter;
reg     [9:0]  counter;
reg [3:0] sw;
reg flag,D1,D2;
reg [15:0] delay;
always@(negedge clock)
begin
  if (flag)
     sw<={key,sw[3:1]};
end
assign falling_edge = (sw==4'b0011)?1'b1:1'b0;
always@(posedge clock,negedge key1)
begin
  if (!key1)
     flag<=1'b1;
  else if (delay==15'd4096) 
     flag<=1'b1;
  else if (falling_edge)
     flag<=1'b0;
end
always@(posedge clock)
begin
  if (!key)
     delay<=delay+1;
  else
     delay<=15'd0;
end
always@(negedge clock)
begin
  D1<=flag;
  D2<=D1;
end
assign KEYON = (D1 | !D2);
endmodule	
==> flow/run.sh <==
#!/bin/bash
# OpenROAD 26Q1-2900-gdf79404cd8, Yosys 0.63+post, stock flow scripts
make -C /OpenROAD-flow-scripts/flow DESIGN_CONFIG=/design/flow/config.mk WORK_HOME=/design/flow/orfs finish
==> flow/config.mk <==
export PLATFORM = sky130hd
export DESIGN_NAME = keytr
export DESIGN_NICKNAME = keytr
export VERILOG_FILES = /design/flow/design.v
export SDC_FILE = /design/flow/constraint.sdc
export NUM_CORES = 4
export LEC_CHECK = 1
export CORE_AREA = 10 10 81 81
export DIE_AREA = 0 0 91 91
==> flow/constraint.sdc <==
current_design keytr

set clk_period 4.0
set clk_io_pct 0.2

create_clock -name clk0 -period $clk_period [get_ports {clock}]

set non_clock_inputs [all_inputs -no_clocks]
set_input_delay [expr $clk_period * $clk_io_pct] -clock clk0 $non_clock_inputs
set_output_delay [expr $clk_period * $clk_io_pct] -clock clk0 [all_outputs]
==> summary.txt <==
run metrics: post-synthesis cell area=1070 µm², Critical Path RT=3200 ps, vias per cell=4.10, Die Wd=91 µm, CTS tree=done, gr usage total=4.37%, peak supply drop=0.185 mV, DRT iter0 DRCs=94, Mean Syn Cell Area=9.66 µm², tool warnings=32, WL final=1820 µm, P_leak=0.424 nW, IO buf count=3, dpl cell area=1140 µm², Int Pwr=0.322 mW, routed len/inst=9.69 µm, n_diodes=0, Max Cap Viol=0, Clock Pin Slew Worst Setup and Hold Paths=30 ps, final setup margin=224 ps, Area Overhead vs Synth=13.2%, Longest Clk Path Bufs=2, Num CTS Buffers=3, Switch Pwr=0.0986 mW, Synth flops=23, vias in the first global route=683, worst skew pair latency=330 ps, WHS=345 ps, Final HPWL DP=1340 µm, post-route design area=1210 µm², Die Y=91 µm, ordered cell list for the critical path=nand2b_4, dlygate4sd2_1, number of remaining DRC errors=0, layout cells sized above 1=12.4%, fp util=22.3%, startpoint types=register, clock power share=38.9%, CTS H-Tree Depth=1, Gate power share=3.5%, slowest stage cell on the critical path=dfxtp_2, Cell Type Count=28, Worst EP arrival=2980 ps, yosys stat cell total=111, Post-Route Utilization=25.2%, Die Area=8280 µm², Placement Setup Slack=343 ps, WL met3=123 µm, first-pass GRT wire length=3130 µm, Pre-antenna DRT Iters=4, register area=508 µm², Setup TNS Final=0 ps, initial antenna violation count=0, Final Slew Violations=0, wl on met1=936 µm, status=finished, final reports clean, Synth Instances=111, Row Count=25, largest net degree at the start of global routing=21, highest net fanout along the worst path=2, Post-synth seq share=47.3%, worst hold path type=reg2reg, Clock Sinks=23, Hold Fails Final Rpt=0, Root Buffer=clkbuf_8, highest metal used=met3, antenna-violating nets left=0, Cell Pwr Density=346 nW/µm², skew final=67.9 ps, chip area line of the yosys report=1070 µm², # fillers=539, Setup Viol. Count Final=0, RSZ-0062 raised after global routing=false, WL met2=762 µm, Gate Area=498 µm², Placer Congestion=0.803, Core Region=4820 µm², switching share of power=23.5%, sequential share of power=57.6%, synthesis warning total=13, num ports=15, CP Capture Type=output port, slowest stage delay, CP=300 ps, crit path kind=reg2out, vias=770, gr ovfl total=0, Setup Fix Bufs, Post-CTS=0
## synth_stat cells
| cell | count | area share (%) |
|---|---|---|
| a21oi_1 | 7 | 3.3 |
| a32o_1 | 1 | 0.93 |
| buf_4 | 11 | 7.7 |
| clkbuf_1 | 2 | 0.70 |
| conb_1 | 1 | 0.35 |
| dfstp_2 | 1 | 2.5 |
| dfxtp_1 | 18 | 34 |
| edfxtp_1 | 4 | 11 |
| ha_1 | 2 | 2.3 |
| inv_1 | 6 | 2.1 |
| mux2_2 | 4 | 4.2 |
| nand2_1 | 2 | 0.70 |
| nand2b_1 | 1 | 0.58 |
| nand3_1 | 5 | 2.3 |
| nand4_1 | 6 | 3.5 |
| nand4_4 | 1 | 2.0 |
| nor2_1 | 10 | 3.5 |
| nor2b_1 | 4 | 2.3 |
| nor3_1 | 1 | 0.47 |
| nor4_1 | 4 | 2.3 |
| nor4b_1 | 2 | 1.6 |
| o21ai_0 | 4 | 1.9 |
| o31ai_1 | 3 | 2.1 |
| or3_1 | 2 | 1.2 |
| or3_2 | 2 | 1.4 |
| or4_1 | 4 | 2.8 |
| xnor2_1 | 2 | 1.6 |
| xor2_1 | 1 | 0.82 |
## final timing paths
check / slack [ps] / cells after the start / startpoint / endpoint
worst max-delay path: 220 / 2 / D1 / KEYON
min in group asynchronous: 850 / 1 / key1 / flag
worst max register to register: 1080 / 3 / sw[2] / flag
worst min-delay path: 340 / 0 / D1 / D2
max in group asynchronous: 3130 / 1 / key1 / flag
worst min register to register: 340 / 0 / D1 / D2
## stage by stage
step                std cells  power [mW]
floorplan                 121       0.274
global placement          179       0.273
detailed placement        179       0.273
CTS                       188       0.428
global route              188       0.444
finish                    188       0.420
## worst max-delay path, delay by kind of cell (launching register included)
family	cells	cell delay, ps
AND/OR/NAND/NOR	1	120
flip-flops	1	300
buffers and inverters	1	230
## metal layers
metal / up-vias / global-route usage (%)
li1: 399 / -
met1: 351 / 6.21
met2: 20 / 6.50
met3: 0 / 1.83
met4: 0 / 0
met5: - / 0
## kinds of logic after synthesis
| logic type | Yosys count | share of synthesized area, % |
|---|---|---|
| AND-OR/OR-AND | 15 | 8.17 |
| AND/OR/NAND/NOR | 44 | 24.7 |
| multiplexers | 4 | 4.20 |
| flip-flops | 23 | 47.3 |
| XOR/XNOR | 3 | 2.45 |
| adder cells (fa/ha/maj) | 2 | 2.33 |
| other | 1 | 0.350 |
| buffers and inverters | 19 | 10.5 |
## area by class of cell
class                           instances  area share [%]
Multi-Input combinational cell         79            41.0
Clock buffer                            3            3.40
Tap cell                               67            6.91
Sequential cell                        23            41.9
Inverter                                5            1.55
Clock inverter                          7            2.27
Timing Repair Buffer                    4            2.99
## sequential cells by signal, indices dropped and copies added, names as in the netlist
signal / cells
delay: 16
flag: 1
D1: 1
sw: 4
D2: 1
## power by group through the flow
stage     clock [mW]  sequential, mW  combinational (mW)
4_1_cts        0.171           0.242              0.0156
5_1_grt        0.184           0.243              0.0171
6_report       0.163           0.242              0.0148
## repair_timing
action | in CTS | in global routing
endpoints found under the setup margin | 1 | 0
gates resized | 3 | 0
hold buffers | 0 | 0
hold endpoints to repair | 0 | 0
## layout by cell type (no fill, tap or decap), types with 2 or more instances in the layout
cell type	count
or4_1	4
o31ai_1	3
nor4b_1	2
or3_1	2
nor2b_1	4
clkdlybuf4s50_1	2
mux2_2	4
dfxtp_1	17
clkbuf_8	3
nor4_1	4
nand4_1	6
edfxtp_1	4
inv_1	11
nor2_1	10
o21ai_0	4
ha_1	2
xnor2_1	2
nand3_1	5
or3_2	2
nand2_1	2
a21oi_1	7
conb_1	11
Power and IR drop assume default switching activity.
