<file path="flow/run.sh">
#!/bin/bash
# OpenROAD 26Q1-2900-gdf79404cd8, Yosys 0.63+post, stock flow scripts
make -C /OpenROAD-flow-scripts/flow DESIGN_CONFIG=/design/flow/config.mk WORK_HOME=/design/flow/orfs finish
</file>
<file path="flow/config.mk">
export PLATFORM = sky130hd
export DESIGN_NAME = i2c
export DESIGN_NICKNAME = i2c
export VERILOG_FILES = /design/flow/design.v
export SDC_FILE = /design/flow/constraint.sdc
export NUM_CORES = 4
export LEC_CHECK = 1
export CORE_UTILIZATION = 40
</file>
<file path="flow/constraint.sdc">
current_design i2c

set clk_period 3.4
set clk_io_pct 0.2

create_clock -name clk0 -period $clk_period [get_ports {CLOCK}]

set non_clock_inputs [all_inputs -no_clocks]
set_input_delay [expr $clk_period * $clk_io_pct] -clock clk0 $non_clock_inputs
set_output_delay [expr $clk_period * $clk_io_pct] -clock clk0 [all_outputs]
</file>
<file path="flow/design.v">
module i2c (
			 CLOCK,
			 I2C_SCLK,		 
			 I2C_SDAT,		 
			 I2C_DATA,		 
			 GO,      		 
			 END,    	     
			 W_R,     		 
			 ACK,     	     
			 RESET,
			 SD_COUNTER,
			 SDO
		   	);
	input 			 CLOCK;
	input 			 [23:0]I2C_DATA;	
	input 			 GO;
	input  			 RESET;	
	input  			 W_R; 
 	inout  			 I2C_SDAT;
	output 			 I2C_SCLK;
	output			 END;	
	output 			 ACK;
	output	[5:0]	 SD_COUNTER;
	output 			 SDO;
	reg 			 SDO;
	reg 			 SCLK;
	reg 			 END;
	reg 	[23:0]	 SD;
	reg 	[5:0]	 SD_COUNTER;
wire I2C_SCLK = SCLK | ( ((SD_COUNTER >= 4) & (SD_COUNTER <= 30))? ~CLOCK :0 );
wire I2C_SDAT = SDO?1'bz:0 ;
reg ACK1,ACK2,ACK3;
wire ACK = ACK1 | ACK2 | ACK3;
always @(negedge RESET or posedge CLOCK ) 
	begin
		if (!RESET)
			begin
				SD_COUNTER = 6'b111111;
			end
		else begin
				if (GO == 0)
					begin
						SD_COUNTER = 0;
					end
				else begin
						if (SD_COUNTER < 6'b111111)
							begin
								SD_COUNTER = SD_COUNTER+1;
							end	
					 end		
			 end
	end
always @(negedge RESET or  posedge CLOCK ) 
	begin
		if (!RESET) 
			begin 
				SCLK = 1;
				SDO  = 1; 
				ACK1 = 0;
				ACK2 = 0;
				ACK3 = 0; 
				END  = 1; 
			end
		else
			case (SD_COUNTER)
					6'd0  : begin 
								ACK1 = 0 ;
								ACK2 = 0 ;
								ACK3 = 0 ; 
								END  = 0 ; 
								SDO  =1  ; 
								SCLK =1  ;
							end
					6'd1  : begin 
								SD  = I2C_DATA;
								SDO = 0;
							end
					6'd2  : 	SCLK = 0;
					6'd3  : 	SDO = SD[23];
					6'd4  : 	SDO = SD[22];
					6'd5  : 	SDO = SD[21];
					6'd6  : 	SDO = SD[20];
					6'd7  : 	SDO = SD[19];
					6'd8  : 	SDO = SD[18];
					6'd9  :	SDO = SD[17];
					6'd10 : 	SDO = SD[16];	
					6'd11 : 	SDO = 1'b1; 
					6'd12  : begin 
								SDO  = SD[15]; 
								ACK1 = I2C_SDAT; 
							 end
					6'd13  : 	SDO = SD[14];
					6'd14  : 	SDO = SD[13];
					6'd15  : 	SDO = SD[12];
					6'd16  : 	SDO = SD[11];
					6'd17  : 	SDO = SD[10];
					6'd18  : 	SDO = SD[9];
					6'd19  : 	SDO = SD[8];	
					6'd20  : 	SDO = 1'b1; 
					6'd21  : begin 
								SDO  = SD[7]; 
								ACK2 = I2C_SDAT; 
							 end
					6'd22  : 	SDO = SD[6];
					6'd23  : 	SDO = SD[5];
					6'd24  : 	SDO = SD[4];
					6'd25  : 	SDO = SD[3];
					6'd26  : 	SDO = SD[2];
					6'd27  : 	SDO = SD[1];
					6'd28  : 	SDO = SD[0];	
					6'd29  : 	SDO = 1'b1; 
					6'd30 : begin 
								SDO  = 1'b0;	
								SCLK = 1'b0; 
								ACK3 = I2C_SDAT; 
							end	
					6'd31 : 	SCLK = 1'b1; 
					6'd32 : begin 
								SDO = 1'b1; 
								END = 1; 
							end 
			endcase
	end
endmodule
</file>
==> out/metrics.yaml <==
slew_viol_final: 0
drc: 0
fin_worst_skew_ps: 3.19
dr.pass1.iters: 4
synth_warnings: 2
status: "completed"
hold_viol: 0
dieArea_um2: 4570
post_cts_buffers: 0
slowest_delay_ps: 450
hold_depth: 2
p_leak_nw: 0.769
hp-class: "flop to flop"
crit_required_ps: 2720
wl_mm: 3.32
grt_max_degree: 25
grt_use_total: 0.173
rsz0062_at_grt: "no"
power_mw: 1.03
wl_per_cell_um: 14.2
crit_slowest_cell: "clkdlybuf4s50_1"
ys_cells: 146
synth_flops: 33
yosys-stat-area_um2: 1720
crit_path_cell_trace: "clkbuf_8, clkbuf_8, nor2_1, a21o_1, clkdlybuf4s50_1"
cts_resized: 0
common_cells: "edfxtp_1 (24), nor2_1 (10), dfstp_2 (9)"
path_buffers: 3
endpoint_kind: "primary output"
num_io_pins: 39
postSynthSeqShare: 0.556
warnings: 32
drtIter0Drc: 65
tns_ps: 0
core_area_um2: 4060
port_buffers: 35
cts_tree: "built"
worst_pin_slew_ps: 537
die_w_um: 67.6
cp.depth: 5
drive_gt1_frac: 0.152
edf_count: 24
setup_viol: 0
crit_top_cell: "clkbuf_8"
via_count: 1239
syn_inst: 146
clk_latency_ps: 380
grt_first_pass_wirelength_mm: 5.61
synthTopCellsByArea: "edfxtp_1 (42%), dfstp_2 (14%), ha_1 (2.9%)"
fp_util: 0.425
layout_setup_ws_ps: 117
die.size.y_um: 67.6
hold_buffers: 0
num_rows: 23
dpl.hpwl_mm: 2.21
critical_path_arrival_ps: 2600
synth_area_um2: 1720
critPathKind: "clock port to primary output"
path_clk_slew_ps: 60
whs_ps: 514
avgViaCountPerCell: 5.29
worstPathMaxFanout: 2
place_congestion: 0.902
r2r_cells: 7
ir_drop_mv: 0.301
flop_cell: "edfxtp_1"
timing.slew.headroom: 0.642
post-place-ws_ps: 398
start_kind: "clock port"
yosysTopAreaCell: "edfxtp_1"
antenna_found_initial: 0
maxCapViolations: 0
post_synth_num_cell_types: 47
grt_pass1_vias: 1253
top_area_frac: 0.418
overflow: 0
pwr_density_cell_nw_per_um2: 463
diodes: 0
syn2layout_area_growth_pct: 29.0
syn_avg_cell_area_um2: 11.8
ys_async_sr_fraction: 0.273
fill_cells: 341
drtAntennaViolNets: 0
yosys.cell_count.top_type: "edfxtp_1"
critical_path.top_delay_family: "buffers and inverters"
==> layer usage <==
metal,part of all wire,routed length (um),global-route usage
met1,0.46,1520,0.266
met3,0.065,215,0.0479
met5,0,0,0
met4,0.014,48,0.0399
met2,0.46,1530,0.255
==> worst paths after layout <==
kind	startpoint	slack, ps	to
setup / recovery	CLOCK	120	I2C_SCLK
hold / removal	SCLK	510	SCLK
setup reg to reg	SD_COUNTER[0]	1230	SDO
hold reg to reg	SCLK	510	SCLK
max in group asynchronous	RESET	2460	SD_COUNTER[3]
min in group asynchronous	RESET	920	SD_COUNTER[1]
==> sequential cells by signal (all words and copies together), names as in the netlist <==
name        cells
END             1
SD             24
SCLK            1
SDO             1
SD_COUNTER      6
==> layout make-up <==
| class | count | area [um2] | area share |
|---|---|---|---|
| timing repair buffer | 35 | 348 | 0.157 |
| sequential | 33 | 957 | 0.431 |
| clock inverter | 2 | 33.8 | 0.0152 |
| clock buffer | 10 | 124 | 0.0557 |
| inverter | 5 | 18.8 | 0.00845 |
| tap | 50 | 62.6 | 0.0282 |
| multi-input combinational | 99 | 678 | 0.305 |
==> per-stage QoR <==
step	util	instance area (um2)	instances
after floorplan	-	1730	147
after global placement	0.511	2070	223
after detailed placement	0.511	2070	223
after CTS	0.548	2220	234
after global routing	0.548	2220	234
final	0.548	2220	234
==> worst register-to-register path, delay by kind of cell, from the launching register on <==
| kind | cells | cell delay (ps) |
|---|---|---|
| mux | 1 | 230 |
| flops | 1 | 630 |
| fa+ha+maj | 1 | 530 |
| compound gates | 2 | 300 |
| simple gates | 3 | 400 |
==> power breakdown <==
part,switching (mW),total [mW],internal [mW]
Combinational,0.0458,0.110,0.0638
Sequential,0.0155,0.477,0.462
Clock,0.147,0.442,0.295
Total,0.209,1.03,0.820
==> kinds of logic (layout without fill, tap and decap cells) <==
family / Yosys count / after routing / synth area share
and+or+nand+nor: 49 / 49 / 0.168
AOI/OAI and AO/OA: 33 / 33 / 0.128
DFF: 33 / 33 / 0.556
buffers and inverters: 15 / 52 / 0.0530
muxes: 8 / 8 / 0.0494
adders and majority gates: 4 / 4 / 0.0290
xor gates and xnor gates: 3 / 3 / 0.0153
other: 1 / 2 / 0.00218
==> cells in the final DEF, fill, tap and decap left out, drive strengths merged, types with 3 or more instances in the layout <==
master	n
a21oi	8
a31oi	3
clkbuf	9
clkdlybuf4s50	35
dfstp	9
edfxtp	24
ha	4
inv	5
mux2	4
mux2i	4
nand2	5
nand3	8
nand4b	3
nor2	11
nor2b	4
nor3	4
o21ai	11
No activity file was given, so power comes from the tool's default toggle rates.
